## flow/run.sh

```bash
#!/bin/bash
# OpenROAD 26Q1-2900-gdf79404cd8, Yosys 0.63+post, stock flow scripts
make -C /OpenROAD-flow-scripts/flow DESIGN_CONFIG=/design/flow/config.mk WORK_HOME=/design/flow/orfs finish
```

## flow/config.mk

```make
export PLATFORM = sky130hd
export DESIGN_NAME = priority_encoder
export DESIGN_NICKNAME = priority_encoder
export VERILOG_FILES = /design/flow/design.v
export SDC_FILE = /design/flow/constraint.sdc
export NUM_CORES = 4
export LEC_CHECK = 1
export CORE_AREA = 10 10 70 70
export DIE_AREA = 0 0 80 80
```

## flow/constraint.sdc

```tcl
current_design priority_encoder

set clk_period 1.0
set clk_io_pct 0.2

create_clock -name clk0 -period $clk_period

set non_clock_inputs [all_inputs -no_clocks]
set_input_delay [expr $clk_period * $clk_io_pct] -clock clk0 $non_clock_inputs
set_output_delay [expr $clk_period * $clk_io_pct] -clock clk0 [all_outputs]
```

## flow/design.v

```verilog
module priority_encoder
#(
	parameter DATA_LEN  = 8               ,
	parameter DEPTH_LEN = $clog2(DATA_LEN)
)
(
	input  wire [DATA_LEN  - 1:0] data_in    ,
	output wire [DEPTH_LEN - 1:0] first_1_pos
);
wire [DEPTH_LEN - 1:0] pos_of_1 [DATA_LEN - 1:0];
assign pos_of_1 [0] = 0;
genvar i;
generate
	for( i = 1; i < DATA_LEN; i = i + 1) begin: pos_of_1_gen
		assign pos_of_1 [i] = ( i                & {DEPTH_LEN {  data_in[i]} } ) | 
				      ( pos_of_1 [i - 1] & {DEPTH_LEN { ~data_in[i]} } );
	end
endgenerate
assign first_1_pos = pos_of_1 [DATA_LEN - 1];
endmodule
```

==> qor.log <==
qor: yosys.top_cells_by_count sky130_fd_sc_hd__a21oi_1 (2), sky130_fd_sc_hd__nand2_1 (2), sky130_fd_sc_hd__nor2_1 (2)
qor: cells_and_area.fin_area 193.9 µm²
qor: floorplan.initial_utilization 0.01319
qor: timing.timing_hold_violations_final 0
qor: yosys.netlist_top_cells_area sky130_fd_sc_hd__a21oi_1 (22%), sky130_fd_sc_hd__nand2_1 (17%), sky130_fd_sc_hd__nor2_1 (17%)
qor: worst_setup_path.setup.worst_path.class in -> out
qor: floorplan.die.size.x 80 µm
qor: yosys.post_synth_mux_area_share 0
qor: yosys.post_synth_num_cell_types 7
qor: hold_path.hold_start data_in[4]
qor: place.place.gp.congestion 0.7603
qor: worst_setup_path.worstSetupStartpointType input port
qor: timing.timing_limited_maximum_frequency 1086 MHz
qor: detailed_routing.antenna_left 0
qor: status.status finished clean
qor: worst_setup_path.startpoint data_in[6]
qor: detailed_routing.drt_pass1_iterations 3
qor: global_routing.grt-ovfl-total 0
qor: floorplan.area_of_the_core_region 0.003416 mm²
qor: yosys.area_fraction_in_full_adders_half_adders_and_majority_gates 0
qor: cells_and_area.layout.area.seq 0 µm²
qor: yosys.netlist.top_cell.by_area sky130_fd_sc_hd__a21oi_1
qor: cells_and_area.utilization 0.05678
qor: worst_setup_path.cp.arrival 720 ps
qor: cells_and_area.layout_stage_area_growth_over_the_synthesis_result 330.6%
qor: detailed_routing.route.antenna.diode_count 0
qor: timing.max_slew.worst_pin.slew 194.0 ps
qor: yosys.synthAoiAreaFrac 0.5000
qor: yosys.synth_largest_type_area_fraction 0.2222
qor: detailed_routing.detail_route.iter0.violations 1
qor: floorplan.die_y 80 µm
qor: floorplan.floorplan.rows 21
qor: power_and_ir_drop.cellLeakagePower 0.00006777 µW
qor: global_routing.grt_first_pass_wirelength 614 µm
qor: global_routing.initial_antenna_violation_count 0
qor: cells_and_area.final_cells 68
qor: global_routing.globalRouteTotalUtil 0.01131
qor: run.drv_cap 0
qor: floorplan.top_level_ports 11
qor: hold_path.path_class_of_the_lowest_slack_min_delay_path in -> out
qor: place.placed_cells 66
qor: yosys.synth.comb.largest_family AND-OR/OR-AND gates
qor: worst_setup_path.crit_end_element output port
qor: timing.fin_setup_tns 0 ps
qor: detailed_routing.routed_wirelength 392 µm
qor: timing.hold-worst-slack 695.4 ps
qor: yosys.syn_area_per_cell 4.504 µm²
qor: timing.fin_crit_sh 0.9210
qor: worst_setup_path.worstPathMaxFanout 3
qor: yosys.ys_cells 10
qor: timing.finalSetupViolations 0
qor: global_routing.grt_pass1_vias 128
qor: yosys.post_synth_and_or_nand_nor_area_fraction 0.3333
qor: worst_setup_path.cp.required 800 ps
qor: detailed_routing.routed_via_density 1.794
qor: run.log.warning_count 33
qor: detailed_routing.via_count 122
qor: cells_and_area.drive_above_1_share 0.6818
qor: timing.timing.max_slew.rel_slack 0.8696
qor: cells_and_area.clock_buffers 0
qor: yosys.synth.yosys.chip_area 45.04 µm²
qor: power_and_ir_drop.power_per_cell_area 266.2 mW/mm²
qor: timing.fin_crit 921.0 ps
qor: yosys.synthesized_area 45.04 µm²
qor: cells_and_area.seq_cell_count 0
qor: yosys.postSynthSeqShare 0
qor: place.detailed_place.area 202.7 µm²
qor: yosys.synth.cellmix.xorXnorShare 0
qor: detailed_routing.drc_errors 0
qor: detailed_routing.routedWlPerCell 5.765 µm
qor: place.port_buffer_count 10
qor: hold_path.worstHoldEndpoint first_1_pos[0]
qor: floorplan.chip_area 0.006400 mm²
qor: timing.slew_violations 0
qor: yosys.synth-warning-count 1
qor: yosys.syn-instance-count 10
qor: power_and_ir_drop.max-vdd-ir-drop 0.00002115 V
qor: hold_path.min_delay_path_depth 3
qor: global_routing.grt_max_degree 4
qor: place.dpl.hpwl 319.9 µm
==> power by group <==
| part | total, µW | switching [µW] | internal [µW] |
|---|---|---|---|
| Combinational | 51.6 | 24.1 | 27.6 |
| Sequential | 0 | 0 | 0 |
| Clock | 0 | 0 | 0 |
| Total | 51.6 | 24.1 | 27.6 |
==> worst max path at each step <==
stage / end / slack, ps / depth (start not counted)
after CTS: first_1_pos[0] / 3 / 4
after global routing: first_1_pos[0] / -2 / 5
final: first_1_pos[2] / 80 / 4
==> stage by stage <==
stage               setup slack [ps]  power (µW)
floorplan                      371.9       8.975
global placement              -646.9       53.22
detailed placement            -651.2       54.49
CTS                            2.566       49.29
global route                  -1.701       57.39
finish                         79.02       51.62
==> layout by cell type (no fill, tap or decap), drive strengths merged <==
| cell type | synthesis | final |
|---|---|---|
| inv | 1 | 1 |
| a21oi | 2 | 2 |
| clkinv | 1 | 1 |
| dlygate4sd2 | 0 | 1 |
| buf | 0 | 9 |
| o31ai | 1 | 1 |
| o21ai | 1 | 1 |
| clkbuf | 0 | 2 |
| nand2 | 2 | 2 |
| nor2 | 2 | 2 |
==> critical path, stage by stage <==
cell	delay, ps
sky130_fd_sc_hd__buf_2	130
sky130_fd_sc_hd__nor2_4	110
sky130_fd_sc_hd__nand2_1	50
sky130_fd_sc_hd__dlygate4sd2_1	230
==> area by class of cell <==
| cell class | count | area [µm²] |
|---|---|---|
| fillers | 417 | 3222 |
| repair buffers | 12 | 68.82 |
| multi-input cells | 8 | 60.06 |
| well taps | 46 | 57.56 |
| inverters | 2 | 7.507 |
==> layer usage <==
metal | up-vias | routed length (µm) | track usage | share of wire
met5 | - | 0 | 0 | 0
met4 | 0 | 0 | 0 | 0
met3 | 0 | 54 | 0.004545 | 0.14
met2 | 8 | 147 | 0.01605 | 0.38
met1 | 55 | 189 | 0.01648 | 0.48
li1 | 59 | - | - | -
==> logic make-up (layout without fill, tap and decap cells) <==
group | after synthesis | in the layout
AOI/OAI and AO/OA | 4 | 4
buffers and inverters | 2 | 14
and+or+nand+nor | 4 | 4
==> what timing repair did <==
item,CTS,global route
gates resized,30,10
setup buffers,3,0
pin swaps,4,2
endpoints found under the setup margin,3,3
hold buffers,0,0
Power figures rest on the tool's default switching activity, not on a simulated workload.
