==> /design/flow/design.v <==
module hex_to_seg (
	input  wire [3:0] hex,
	output wire [6:0] s_seg
);
wire [127:0] seg_mask   ;
wire [127:0] offset_mask;
assign seg_mask = {~ 8'b0_0111111,
		   ~ 8'b0_0000110,
		   ~ 8'b0_1011011,
		   ~ 8'b0_1001111,	
		   ~ 8'b0_1100110,	
		   ~ 8'b0_1101101,	
		   ~ 8'b0_1111101,	
		   ~ 8'b0_0000111,	
		   ~ 8'b0_1111111,	
		   ~ 8'b0_1101111,	
		   ~ 8'b0_1110111,	
		   ~ 8'b0_1111100,	
		   ~ 8'b0_0111001,	
		   ~ 8'b0_1011110,	
		   ~ 8'b0_1111001,
		   ~ 8'b0_1110001};
assign offset_mask = (seg_mask << hex) << 3;
assign s_seg       =  offset_mask[126:120];
endmodule
module syn_button (
	input  wire clock,
	input  wire reset,
	input  wire button,
	output wire pressing
);
reg  syn_button;
reg  syn_button_prev;
always @(posedge clock) begin
	syn_button      <= reset ? button     : 1'b0;  
end
always @(posedge clock) begin
	syn_button_prev <= reset ? syn_button : 1'b0;
end
assign pressing = (~ syn_button) & syn_button_prev;
endmodule
module Task_4 (
	input  wire       clock       ,
	input  wire       reset       ,
	input  wire [8:0] switches    ,
	input  wire       write       ,
	input  wire       transmit    ,
	output reg  [7:0] diods_red   ,
	output reg  [7:0] diods_green ,
	output wire [6:0] seg_ones    ,
	output wire [6:0] seg_tens    ,
	output wire [6:0] seg_hundreds
);
wire write_press   ;
wire transmit_press;
wire shift_press   ;
syn_button write_button    (
				.clock   (clock      ),
				.reset   (reset      ),
				.button  (write      ),
				.pressing(write_press)
);
syn_button transmit_button (
				.clock   (clock         ),
				.reset   (reset         ),
				.button  (transmit      ),
				.pressing(transmit_press)
);
wire [3:0] ones;
wire [3:0] tens;
wire [3:0] hundreds;
hex_to_seg hex_to_seg_ones     (
					.hex  (    ones),
					.s_seg(seg_ones)
);
hex_to_seg hex_to_seg_tens     (  
					.hex  (    tens),
					.s_seg(seg_tens)
);
hex_to_seg hex_to_seg_hundreds (
					.hex  (    hundreds),
					.s_seg(seg_hundreds)
);
double_dabble bin_to_bcd (
				.bin(diods_red             ),
				.bcd({hundreds, tens, ones})
);
always @(posedge clock) begin
	if(~ reset)
		diods_red <= 8'b0;
	else begin
		diods_red <= write_press    ? switches[7:0] :
			     transmit_press ? (diods_red >> 1) | {switches[8], 6'b0} : diods_red;	   
	end
end
always @(posedge clock) begin
	if(~ reset)
		diods_green <= 8'b0;
	else begin
		diods_green <= transmit_press ? (diods_green >> 1) | {diods_red[0], 6'b0} : diods_green;	   
	end
end
endmodule
module dd_iter 
#(
	parameter BIN_LEN = 8    ,
	parameter BCD_LEN = 3 * 4
)
(
	input  wire [BCD_LEN + BIN_LEN - 1 : 0] bcd_with_bin_prev,
	output wire [BCD_LEN + BIN_LEN - 1 : 0] bcd_with_bin_next
);
wire [BCD_LEN + BIN_LEN - 1 : 0] tmp_bcd_with_bin_next;
assign tmp_bcd_with_bin_next [BIN_LEN - 1 : 0] = bcd_with_bin_prev [BIN_LEN - 1 : 0];
genvar j;
generate
	for (j = 0; j < BCD_LEN / 4; j = j + 1) begin: digits_gen
		assign tmp_bcd_with_bin_next [BIN_LEN + 4 * j + 3 : BIN_LEN + 4 * j] = 
		           bcd_with_bin_prev [BIN_LEN + 4 * j + 3 : BIN_LEN + 4 * j] > 4'd4 ? 
			   bcd_with_bin_prev [BIN_LEN + 4 * j + 3 : BIN_LEN + 4 * j] + 4'd3 : 
			   bcd_with_bin_prev [BIN_LEN + 4 * j + 3 : BIN_LEN + 4 * j]        ;
	end
endgenerate
assign bcd_with_bin_next = tmp_bcd_with_bin_next << 1;
endmodule
module double_dabble 
#(
	parameter BIN_LEN = 8    ,
	parameter BCD_LEN = 3 * 4
)	
(
	input  wire [BIN_LEN - 1 : 0] bin,
	output wire [BCD_LEN - 1 : 0] bcd
);
wire [BCD_LEN + BIN_LEN - 1 : 0] tmp_bcd_with_bin [BIN_LEN - 1 : 0];
assign tmp_bcd_with_bin [0] = { { BCD_LEN {1'b0} }, bin } << 1;
genvar i;
generate
	for (i = 1; i < BIN_LEN; i = i + 1) begin: iter_gen
		dd_iter dd_iter_i (
					.bcd_with_bin_prev(tmp_bcd_with_bin [i - 1]),
					.bcd_with_bin_next(tmp_bcd_with_bin [i    ])		
		);
	end
endgenerate
assign bcd = tmp_bcd_with_bin [BIN_LEN - 1] [BCD_LEN + BIN_LEN - 1 : BIN_LEN];
endmodule
==> /design/flow/run.sh <==
#!/bin/bash
# OpenROAD 26Q1-2900-gdf79404cd8, Yosys 0.63+post, stock flow scripts
make -C /OpenROAD-flow-scripts/flow DESIGN_CONFIG=/design/flow/config.mk WORK_HOME=/design/flow/orfs finish
==> /design/flow/config.mk <==
export PLATFORM = sky130hd
export DESIGN_NAME = Task_4
export DESIGN_NICKNAME = Task_4
export VERILOG_FILES = /design/flow/design.v
export SDC_FILE = /design/flow/constraint.sdc
export NUM_CORES = 4
export LEC_CHECK = 1
export CORE_UTILIZATION = 30
==> /design/flow/constraint.sdc <==
current_design Task_4

set clk_period 9.3
set clk_io_pct 0.2

create_clock -name clk0 -period $clk_period [get_ports {clock}]

set non_clock_inputs [all_inputs -no_clocks]
set_input_delay [expr $clk_period * $clk_io_pct] -clock clk0 $non_clock_inputs
set_output_delay [expr $clk_period * $clk_io_pct] -clock clk0 [all_outputs]
==> results_slide.txt <==
Implementation Results

Logic synthesis
  – Synth area leader: dfxtp_1
  – Top cells, area: dfxtp_1 (15%), ha_1 (9.9%), nand2_1 (6.8%), mux2i_1 (4.3%), a21oi_1 (3.2%)
  – Synthesized area: 2540 um2
  – Yosys stat area: 2540 um2
  – Unique cell types: 79
  – Synth warn: 3
  – Registers, synthesis: 19
  – Syn_area_per_cell: 7.71 um2
  – FFs w/ async S/R, synth: 0%
  – Top area contributor share: 15.0%
  – Yosys cell count: 329
  – Synth Seq Share: 15.0%
  – Cells after Synth: 329
  – Dominant flop cell: dfxtp_1
  – EDFF count, synth: 0

Hold path
  – Hold Path Class: flip-flop to flip-flop

Clocking
  – CTS tree: yes
  – Worst skew pair latency: 0.25 ns
  – Clock Path Buffers: 2
  – H-Tree Depth: 1
  – PostCTS Resize Cnt: 0
  – Clk root buf: clkbuf_8
  – Post-CTS Hold Buffers: 0
  – Clock-pin slew on the worst setup and hold paths: 0.06 ns
  – Post-CTS Setup Bufs: 0
  – Number of clock sinks: 19
  – CTS buffer count: 3

Final layout
  – Layout Area Growth over Synthesis: 18.6%
  – Share of layout cells above drive strength 1: 10.0%
  – Most frequent cells in the layout: nand2_1 (46), clkdlybuf4s50_1 (45), ha_1 (20)
  – Most frequent logic cell in the layout: nand2_1
  – Final instance area: 3010 um2

Critical path
  – Worst EP arrival: 5.57 ns
  – Worst Path Required: 7.44 ns
  – Crit end category: output pin
  – Worst path bufs/invs: 6
  – Cells along the critical path: inv_2, ha_1, inv_1, ha_1, nand2_1, a31o_2, a221oi_2, nor2_4, xnor2_1, nand2_1, ha_1, xnor2_2, inv_2, ha_1, inv_1, a31oi_4, xor2_2, inv_2, ha_1, nand2b_1, o22ai_1, a311o_1, clkdlybuf4s50_1
  – CP max stage delay: 0.55 ns
  – Delay-heaviest family, CP: adder cells
  – Critical path's slowest cell: dfxtp_1
  – CP Max Fanout: 11
  – Startpoint types: flip-flop
  – CP dominant cell by count: ha_1
  – Critical path class: flip-flop to output pin

Floorplanning
  – Die W: 94.0 um
  – Core Region: 8220 um2
  – Cell row count: 33
  – Chip height: 94.0 um
  – IO Count: 50
  – Core Density at Floorplan: 30.9%
  – Die ar.: 8830 um2

Drt
  – Detailed Route Iter0 Violations: 111
  – WL/cell: 12.0 um
  – Routed via count: 2344
  – Inserted Diodes: 0
  – DRT antenna net count: 0
  – DRC viols: 0
  – WL final: 5440 um
  – Routed vias/inst: 5.15
  – DR pass1 iterations: 4

GRT
  – Largest net degree at the start of global routing: 34
  – Gr ovfl total: 0
  – Global-route wire length before repair: 9560 um
  – Vias in the first global route: 2120
  – Initial antenna violation count: 0
  – GRT Util Overall: 13.0%

Placed design
  – DP HPWL: 3950 um
  – Port Buffers: 45
  – Placer Congestion: 0.829
  – DP Area: 2970 um2

Timing
  – Post-layout minimum cycle time: 7.43 ns
  – Hold Fails Final Rpt: 0
  – Slew HR: 42.4%
  – Highest clock rate: 0.135 GHz
  – Skew final: 0.00177 ns
  – TNS Setup: 0 ns
  – Period utilisation layout: 79.9%
  – Final Max Slew Viols: 0
  – Actual slew at the worst max-slew pin: 0.859 ns
  – Hold slack: 0.475 ns
  – RSZ-0062 raised after global routing: false
  – Finish-stage setup viols: 0

Flow run
  – Max Cap Viol: 0
  – Count of tool warnings: 40

Power
  – VDD IR max: 86.3 uV
  – Share of power burned in registers: 28.1%
  – NetSw: 109 uW
  – Leakage power total: 1.16 nW
  – Ratio of total power to cell area: 103 nW/um2
  – Switching Fraction: 35.1%
  – Comb pwr share: 54.2%
  – Power after layout: 311 uW
  – Clock Power Share: 17.7%
  – Pint: 202 uW

Status
  – Status: completed
[logic make-up (layout without fill, tap and decap cells)]
| logic type | Yosys count | in the layout | share of synthesized area [%] |
|---|---|---|---|
| compound gates | 101 | 101 | 31.3 |
| xor+xnor | 7 | 7 | 3.01 |
| fa+ha+maj | 20 | 20 | 9.86 |
| buf+inv | 49 | 68 | 9.62 |
| flops | 19 | 19 | 15.0 |
| mux | 19 | 19 | 9.02 |
| other cells | 2 | 4 | 0.296 |
| simple gates | 112 | 112 | 21.9 |
[final timing paths]
check,from,end,slack (ns),cells after the start
worst min-delay path,diods_green[0],diods_green[0],0.48,2
worst min register to register,diods_green[0],diods_green[0],0.48,2
worst max-delay path,diods_red[5],seg_tens[0],1.87,23
worst max register to register,transmit_button.syn_button_prev,diods_red[0],7.89,4
[cells in the mapped netlist, drive strengths merged (2+ instances only)]
cell type  instances
nor4b              2
nand2b             7
a21o               2
nor3              10
o32ai              2
nand2             47
a21oi             16
a311oi             2
nor2              12
o211a              9
clkbuf            16
xor2               2
conb               2
a22oi              2
o22ai              3
a22o               2
a311o              2
mux2i             13
o2111ai            2
buf               17
and2               6
nand3             13
mux2               5
a2111oi            2
or2                3
a21boi            10
o211ai             9
o21a               3
and3               3
a31oi              6
nor3b              2
ha                20
o21ai             11
inv               16
dfxtp             19
a211oi             5
nor2b              4
xnor2              5
[power groups by stage]
| stage | clock network (mW) | logic, mW | registers [mW] |
|---|---|---|---|
| 4_1_cts | 0.0576 | 0.170 | 0.0876 |
| 5_1_grt | 0.0618 | 0.191 | 0.0880 |
| 6_report | 0.0549 | 0.169 | 0.0875 |
[per-layer routing]
metal | global-route usage [%] | vias up | routed length [um]
li1 | - | 1229 | -
met1 | 18.4 | 1079 | 2770
met2 | 22.4 | 34 | 2450
met3 | 1.40 | 2 | 208
met4 | 0.897 | 0 | 11
met5 | 0 | - | 0
[final cells by class]
cell class / count / area, um2
Inverter: 16 / 60.1
Clock buffer: 4 / 45.0
Multi-Input combinational cell: 263 / 1920
Sequential cell: 19 / 380
Fill cell: 835 / 5210
Timing Repair Buffer: 48 / 473
Tap cell: 105 / 131
[per-stage QoR]
| step | std cells | utilization, % | setup WS [ns] |
|---|---|---|---|
| 2_1_floorplan | 331 | - | 2.98 |
| 3_3_place_gp | 451 | 36.1 | 2.24 |
| 3_5_place_dp | 451 | 36.1 | 2.13 |
| 4_1_cts | 455 | 36.6 | 1.83 |
| 5_1_grt | 455 | 36.6 | 1.35 |
| 6_report | 455 | 36.6 | 1.87 |
[worst min-delay path, cell delays in order (launching register included)]
cell	delay, ns
dfxtp_1	0.31
nand2_1	0.05
a21boi_0	0.07
[flip-flops by register name, indices dropped and copies added (netlist names)]
signal,flops
diods_green,7
diods_red,8
transmit_button.syn_button,1
transmit_button.syn_button_prev,1
write_button.syn_button,1
write_button.syn_button_prev,1
No activity file was given, so power comes from the tool's default toggle rates.
