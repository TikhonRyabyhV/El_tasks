$ cat ./design.v
module Task_1 (
	input  wire       clock,
	input  wire       reset,
	input  wire       incr,
	input  wire       decr,
	output wire [6:0] s_seg
);
reg  [ 3:0] counter;
hex_to_seg hex_to_seg (
			.hex  (counter),
			.s_seg(s_seg  )
);
syn_button increase_button (
				.clock   (clock    ),
				.reset   (reset    ),
				.button  (incr     ),
				.pressing(inc_press)
);
syn_button decrease_button (
				.clock   (clock    ),
				.reset   (reset    ),
				.button  (decr     ),
				.pressing(dec_press)
);
always @(posedge clock) begin
	if(~ reset)
		counter <= 4'b0;
	else begin
		counter <= inc_press ? counter + 1'b1 : dec_press ? counter - 1'b1 : counter;	   
	end
end
endmodule
module hex_to_seg (
	input  wire [3:0] hex,
	output wire [6:0] s_seg
);
wire [127:0] seg_mask   ;
wire [127:0] offset_mask;
assign seg_mask = {~ 8'b0_0111111,
		   ~ 8'b0_0000110,
		   ~ 8'b0_1011011,
		   ~ 8'b0_1001111,	
		   ~ 8'b0_1100110,	
		   ~ 8'b0_1101101,	
		   ~ 8'b0_1111101,	
		   ~ 8'b0_0000111,	
		   ~ 8'b0_1111111,	
		   ~ 8'b0_1101111,	
		   ~ 8'b0_1110111,	
		   ~ 8'b0_1111100,	
		   ~ 8'b0_0111001,	
		   ~ 8'b0_1011110,	
		   ~ 8'b0_1111001,
		   ~ 8'b0_1110001};
assign offset_mask = (seg_mask << hex) << 3;
assign s_seg       =  offset_mask[126:120];
endmodule
module syn_button (
	input  wire clock,
	input  wire reset,
	input  wire button,
	output wire pressing
);
reg  syn_button;
reg  syn_button_prev;
always @(posedge clock) begin
	syn_button      <= reset ? button     : 1'b0;  
end
always @(posedge clock) begin
	syn_button_prev <= reset ? syn_button : 1'b0;
end
assign pressing = (~ syn_button) & syn_button_prev;
endmodule
$ cat ./run.sh
#!/bin/bash
# OpenROAD 26Q1-2900-gdf79404cd8, Yosys 0.63+post, stock flow scripts
make -C /OpenROAD-flow-scripts/flow DESIGN_CONFIG=/design/flow/config.mk WORK_HOME=/design/flow/orfs finish
$ cat ./config.mk
export PLATFORM = sky130hd
export DESIGN_NAME = Task_1
export DESIGN_NICKNAME = Task_1
export VERILOG_FILES = /design/flow/design.v
export SDC_FILE = /design/flow/constraint.sdc
export NUM_CORES = 4
export LEC_CHECK = 1
export CORE_AREA = 10 10 79 79
export DIE_AREA = 0 0 89 89
$ cat ./constraint.sdc
current_design Task_1

set clk_period 2.0
set clk_io_pct 0.2

create_clock -name clk0 -period $clk_period [get_ports {clock}]

set non_clock_inputs [all_inputs -no_clocks]
set_input_delay [expr $clk_period * $clk_io_pct] -clock clk0 $non_clock_inputs
set_output_delay [expr $clk_period * $clk_io_pct] -clock clk0 [all_outputs]
==> metrics.csv <==
stage,metric,value,unit
logic_synthesis,yosys-stat-area,636,sq um
flow_run,cap_violations,0,
placement,dp_cells,143,
power_and_ir_drop,finalPower,0.610,mW
route,viasPerCell,3.69,
placement,place_congestion,0.811,
route,drt_wl_total,1.35,mm
placement,place.port_buffers,10,
clock_tree,cts_sinks,8,
floorplan,core_area,4660,sq um
sta,worst_slew_pin_slew,0.253,ns
route,wl_met1,719,um
global_route,grt_pass1_wl,2.08,mm
global_route,grt_max_degree,17,
critical_path,critical_path.max_fanout,4,
route,wire_per_inst,9.10,um
clock_tree,clock_latency,0.22,ns
global_route,grt_pass1_vias,493,
critical_path,crit_path_end_kind,output pin,
floorplan,pin_count,11,
power_and_ir_drop,powerDensity,600,nW/um^2
power_and_ir_drop,p_leak,0.441,nW
floorplan,die-height,89,um
logic_synthesis,ys_seq_share,25.2,%
route,drt_iter0_markers,24,
logic_synthesis,synth_top_area_share,25.2,%
sta,setup_viol,0,
global_route,groute.usage.overall,3.30,%
cells_and_area,drive_gt1_share,33.0,%
cells_and_area,finalNonFillerCells,148,
route,final_antenna_net_count,0,
critical_path,required,1.60,ns
run_status,status,completed,
clock_tree,hold_buffers,0,
sta,timing.final.crit_period,1.91,ns
logic_synthesis,ys_ff,8,
route,dr.pass1.iters,3,
sta,drv_slew,0,
sta,slew_headroom,83.1,%
logic_synthesis,ys_cells,74,
critical_path,critPathArrivalTime,1.51,ns
logic_synthesis,yosys_warnings,4,
clock_tree,h-tree-depth,1,
floorplan,die-width,89,um
route,n_antenna_cell,0,
route,drc,0,
sta,fmax,0.525,GHz
global_route,antenna_found_initial,0,
sta,timing.final.hold_violations,0,
min_path,min_path_type,flip-flop to flip-flop,
global_route,gr-total-overflow,0,
flow_run,warnings,32,
route,dr.max_layer_used,met3,
logic_synthesis,synth_cells,74,
route,vias,546,
logic_synthesis,top_cells_by_area,"dfxtp_1, ha_1, a21oi_1, and2_1, nor2_1",
sta,fin_crit_sh,95.3,%
cells_and_area,finalCoreUtilization,21.8,%
floorplan,die-area,7920,sq um
logic_synthesis,yosys.area.top_type,dfxtp_1,
route,wl_met2,536,um
route,met3WireLength,91,um
clock_tree,cts_tree,done,
sta,clock_skew,0.00324,ns
cells_and_area,area_growth,60.0,%
logic_synthesis,yosysUniqueCellTypes,28,
power_and_ir_drop,ir_worst_vdd,0.000585,V
clock_tree,root_buffer,clkbuf_8,
floorplan,rows,25,
clock_tree,clk_transition_reported_paths,0.04,ns
clock_tree,clockBufferDepth,2,
critical_path,critPathKind,flip-flop to output pin,
floorplan,fp_util,13.6,%
critical_path,start_kind,flip-flop,
placement,dp_hpwl,946,um
logic_synthesis,syn_area_per_cell,8.59,sq um
clock_tree,cts-buffers-inserted,3,
cells_and_area,fill_cells,477,
logic_synthesis,syn-cell-area,636,sq um
metal layers:
| layer | GRT usage [%] | vias up |
|---|---|---|
| met5 | 0 | - |
| met4 | 0 | 0 |
| met3 | 1.65 | 0 |
| met2 | 5.12 | 11 |
| met1 | 4.31 | 239 |
| li1 | - | 296 |
report_power, final:
group,internal [mW],leakage (nW),switching [mW]
Clock,0.130,0.0216,0.0570
Sequential,0.172,0.0667,0.00920
Combinational,0.134,0.353,0.108
worst max-delay path, cell delays in order (launching register included):
cell	delay (ns)
dfxtp_2	0.33
inv_2	0.05
buf_6	0.13
buf_4	0.12
ha_1	0.18
nor2_1	0.08
a21oi_1	0.04
a21oi_1	0.13
dlygate4sd2_1	0.21
per-stage QoR:
step           area, sq um  setup WS [ns]  setup TNS, ns  hold slack, ns
6_report              1020         0.0948              0           0.448
5_1_grt               1020       -0.00128       -0.00128           0.484
4_1_cts                918        -0.0906         -0.325           0.450
3_5_place_dp           840         0.0659              0           0.440
3_3_place_gp           840         0.0792              0           0.440
2_1_floorplan          636          0.392              0           0.431
cell usage after synthesis (all sizes together):
cell type,instances
nor2b,1
a41oi,1
nor2,8
a211oi,1
o31ai,1
ha,9
nand3,1
and2,5
nor3,1
nand2b,3
nand2,6
xnor2,2
xor2,1
dfxtp,8
o211a,1
o21ai,6
a22o,1
buf,3
inv,3
fa,1
mux2i,2
a21oi,8
a22oi,1
cell type report:
cell class,count,area (sq um),area share (%)
flip-flops and latches,8,163,16.0
well taps,54,67.6,6.64
multi-input cells,60,536,52.6
inverters,3,13.8,1.35
clock buffers,3,41.3,4.06
repair buffers,20,196,19.3
kinds of logic (layout without fill, tap and decap cells):
group / Yosys count / in the layout / synth area share (%)
muxes: 2 / 2 / 3.15
DFF: 8 / 8 / 25.2
AOI/OAI and AO/OA: 20 / 20 / 21.3
xor gates and xnor gates: 3 / 3 / 4.13
and+or+nand+nor: 25 / 25 / 19.9
buffers and inverters: 6 / 26 / 5.51
adders and majority gates: 10 / 10 / 20.9
flip-flops by register name, indices dropped and copies added, names as in the netlist:
name and cells:
counter 4, decrease_button.syn_button 1, decrease_button.syn_button_prev 1, increase_button.syn_button 1, increase_button.syn_button_prev 1
placed cells by master (no fill, tap or decap), drive strengths merged:
| master | instances |
|---|---|
| a22oi | 1 |
| ha | 9 |
| inv | 3 |
| clkdlybuf4s50 | 3 |
| nor3 | 1 |
| a211oi | 1 |
| a21oi | 8 |
| o31ai | 1 |
| nor2b | 1 |
| nand2 | 6 |
| o21ai | 6 |
| o211a | 1 |
| nand3 | 1 |
| and2 | 5 |
| mux2i | 2 |
| fa | 1 |
| dlygate4sd2 | 3 |
| nor2 | 8 |
| xor2 | 1 |
| clkbuf | 3 |
| nand2b | 3 |
| dfxtp | 8 |
| buf | 10 |
| xnor2 | 2 |
| a41oi | 1 |
| dlymetal6s2s | 4 |
| a22o | 1 |
what timing repair did:
| action | 4_1_cts | 5_1_grt |
|---|---|---|
| pin swaps | 1 | 4 |
| gates resized | 15 | 19 |
| endpoints found under the setup margin | 7 | 4 |
| setup buffers | 0 | 2 |
| gates cloned | 0 | 0 |
worst paths after layout:
kind                                         startpoint                                          to  slack (ns)  depth (start not counted)
setup reg to reg                counter[2]$_SDFFE_PN0P_                     counter[3]$_SDFFE_PN0P_        0.38                          6
hold reg to reg   increase_button.syn_button$_SDFF_PN0_  increase_button.syn_button_prev$_SDFF_PN0_        0.45                          1
setup / recovery                counter[0]$_SDFFE_PN0P_                                    s_seg[3]        0.09                          8
hold / removal    increase_button.syn_button$_SDFF_PN0_  increase_button.syn_button_prev$_SDFF_PN0_        0.45                          1
Power is estimated from default activity; no workload was simulated.
